**design/flow/design.v**
```verilog
module ControlUnit(input [6:0] part_of_inst,   
    output is_jal,       
    output is_jalr,      
    output branch,       
    output mem_read,     
    output mem_to_reg,   
    output mem_write,    
    output alu_src,      
    output write_enable,     
    output pc_to_reg   
   );
    assign is_jal = (part_of_inst == 7'b1101111) ? 1'b1 : 1'b0;
    assign is_jalr = (part_of_inst == 7'b1100111)? 1'b1 : 1'b0;
    assign branch = (part_of_inst == 7'b1100011)? 1'b1 : 1'b0;
    assign mem_read = ( part_of_inst == 7'b0000011) ? 1'b1 : 1'b0;
    assign mem_to_reg = ( part_of_inst == 7'b0000011) ? 1'b1 : 1'b0;
    assign mem_write = ( part_of_inst == 7'b0100011) ? 1'b1 : 1'b0;
    assign alu_src = ( part_of_inst == 7'b0010011 ||
                        part_of_inst == 7'b0000011 ||
                        part_of_inst == 7'b0100011 ||
                        part_of_inst == 7'b1100111) ? 1'b1 : 1'b0;
    assign write_enable = ( part_of_inst == 7'b0000011 ||
                            part_of_inst == 7'b0110011 ||
                            part_of_inst == 7'b0010011||
                            part_of_inst == 7'b1101111||
                            part_of_inst == 7'b1100111)
                             ? 1'b1 : 1'b0;  
    assign pc_to_reg = ( part_of_inst == 7'b1101111 ||
                         part_of_inst == 7'b1100111)
                             ? 1'b1 : 1'b0;     
endmodule
```
**design/flow/run.sh**
```bash
#!/bin/bash
# OpenROAD 26Q1-2900-gdf79404cd8, Yosys 0.63+post, stock flow scripts
make -C /OpenROAD-flow-scripts/flow DESIGN_CONFIG=/design/flow/config.mk WORK_HOME=/design/flow/orfs finish
```
**design/flow/config.mk**
```make
export PLATFORM = sky130hd
export DESIGN_NAME = ControlUnit
export DESIGN_NICKNAME = ControlUnit
export VERILOG_FILES = /design/flow/design.v
export SDC_FILE = /design/flow/constraint.sdc
export NUM_CORES = 4
export LEC_CHECK = 1
export CORE_AREA = 10 10 70 70
export DIE_AREA = 0 0 80 80
```
**design/flow/constraint.sdc**
```tcl
current_design ControlUnit

set clk_period 2.3
set clk_io_pct 0.2

create_clock -name clk0 -period $clk_period

set non_clock_inputs [all_inputs -no_clocks]
set_input_delay [expr $clk_period * $clk_io_pct] -clock clk0 $non_clock_inputs
set_output_delay [expr $clk_period * $clk_io_pct] -clock clk0 [all_outputs]
```
==> flow_metrics.env <==
# source this file to load flow results
export IMPL_status="finished, final reports clean"
export IMPL_max_cap_violations=0
export IMPL_fin_setup_tns_ns=0
export IMPL_initCoreUtil_pct=3.297
export IMPL_dp_slack_ns=-0.2995
export IMPL_leakage_nw=0.2063
export IMPL_fp_dieW_um=80
export IMPL_worst_slack_ns=0.07398
export IMPL_placed_area_um2=352.8
export IMPL_die_height_um=80
export IMPL_antenna_cells=0
export IMPL_area_growth_pct=264.4
export IMPL_vias=216
export IMPL_yosysChipArea_um2=112.6
export IMPL_p_total_mw=0.03383
export IMPL_drt_pass1_iterations=2
export IMPL_drive_above_1_share_pct=54.76
export IMPL_post_synth_cell_area_avg_um2=6.256
export IMPL_routed_wl_um=661
export IMPL_crit_start="part_of_inst[4]"
export IMPL_grt_pass1_wl_um=1090
export IMPL_yosysCellCount=18
export IMPL_gr_total_overflow=0
export IMPL_flops=0
export IMPL_warning_count=32
export IMPL_ys_types=14
export IMPL_synth_top_area_share_pct=11.11
export IMPL_globalplace_congestion=0.7300
export IMPL_arrival_ns=1.77
export IMPL_fa_ha_area_share_pct=0
export IMPL_dieArea_um2=6400
export IMPL_via_per_inst=2.455
export IMPL_num_rows=21
export IMPL_peakVddDrop_mv=0.009151
export IMPL_path_max_fanout=4
export IMPL_crit_type="primary input to primary output"
export IMPL_fillers=404
export IMPL_top_logic_kind="simple AND/OR/NAND/NOR gates"
export IMPL_post_route_drc_count=0
export IMPL_period_used_pct=96.78
export IMPL_postCtsHoldBufs=0
export IMPL_cp_slowest_stage_delay_ns=0.45
export IMPL_ys_seq_share_pct=0
export IMPL_fin_util_pct=12.01
export IMPL_drv_slew=0
export IMPL_top_cells_by_area="o22ai_2 (11%), nand2_1 (10%), nor2_1 (10%)"
export IMPL_clock_buffers=0
export IMPL_portBuffers=16
export IMPL_hp_class="primary input to primary output"
export IMPL_antenna_found_initial=0
export IMPL_fmax_mhz=449.2
export IMPL_logic_area_um2=131.4
export IMPL_fin_crit_ns=2.226
export IMPL_power_density_nw_per_um2=82.43
export IMPL_ant_nets=0
export IMPL_regArea_um2=0
export IMPL_synth_xor_area_share_pct=0
export IMPL_coreArea_um2=3416
export IMPL_endpoint_kind="primary output"
export IMPL_dp_hpwl_um=573.6
export IMPL_synth_simple_area_share_pct=71.11
export IMPL_hold_viol_final=0
export IMPL_grt_pass1_vias=230
export IMPL_start_kind="primary input"
export IMPL_synth_area_um2=112.6
export IMPL_grt_total_usage_pct=1.986
export IMPL_rsz0062_at_grt="no"
export IMPL_cpMaxStageDelayCell="clkdlybuf4s50_1"
export IMPL_grt_max_degree=5
export IMPL_wire_per_inst_um=7.511
export IMPL_ioPinCount=16
export IMPL_cp_required_ns=1.84
export IMPL_compound_area_share_pct=15.56
export IMPL_drt_iter0_markers=3
export IMPL_top_area_cell="o22ai_2"
export IMPL_worstMarginPinSlew_ns=0.2340
export IMPL_maxSlewHeadroom_pct=84.40
export IMPL_worst_hold_startpoint="part_of_inst[5]"
export IMPL_ys_sh_mux_pct=0
export IMPL_ys_top_cells_by_count="nand2_1 (3), nor2_1 (3)"
export IMPL_synthCells=18
export IMPL_crit_path_cell_trace="dlygate4sd2_1, nand2b_4, or3_4, inv_2, clkdlybuf4s50_1"
export IMPL_finalInstanceArea_um2=410.4
export IMPL_setup_viol=0
export IMPL_ys_warn_count=0
-- cell families (layout without fill, tap and decap cells) --
kind of cell / Yosys count / in the layout
AOI/OAI and AO/OA: 2 / 2
buffers and inverters: 3 / 27
and+or+nand+nor: 13 / 13
-- cell usage in the layout, fill, tap and decap left out, types with 2 or more instances in the layout --
master,count
nor2_2,2
dlygate4sd2_1,11
buf_6,2
buf_2,2
nand2_1,2
buf_4,7
-- area by class of cell --
type                            count  area share [%]
Timing Repair Buffer               25           52.13
Multi-Input combinational cell     15           32.01
Tap cell                           46           14.02
Inverter                            2           1.829
-- report_power, final --
part / internal [mW] / leakage [nW] / switching (mW)
combinational: 0.0201 / 0.206 / 0.0138
sequential: 0 / 0 / 0
clock: 0 / 0 / 0
total: 0.0201 / 0.206 / 0.0138
-- repair_timing --
action | in CTS | in global routing
setup buffers | 5 | 0
resized | 29 | 1
pin swaps | 9 | 1
hold endpoints to repair | 0 | 0
endpoints found under the setup margin | 9 | 2
gates cloned | 0 | 0
-- through the flow --
| step | hold WS (ns) | cells |
|---|---|---|
| after CTS | 1.393 | 88 |
| final | 1.384 | 88 |
| after floorplan | 0.9335 | 18 |
| after global placement | 1.921 | 83 |
| after detailed placement | 1.913 | 83 |
| after global routing | 1.417 | 88 |
-- metal layers --
layer | up-vias | GRT usage [%] | wire length (µm)
li1 | 108 | - | -
met5 | - | 0 | 0
met2 | 8 | 3.772 | 334
met1 | 100 | 2.309 | 246
met4 | 0 | 0 | 0
met3 | 0 | 0.4545 | 80
-- worst max-delay path: cells and delay by family --
kind	cells	cell delay (ns)
simple gates	2	0.56
buf+inv	3	0.74
-- final timing paths --
| kind | cells after the start | slack (ns) | endpoint |
|---|---|---|---|
| min | 3 | 1.38 | mem_read |
| max | 5 | 0.07 | pc_to_reg |
Power and IR drop assume default switching activity.
